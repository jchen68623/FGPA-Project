## config.mk

```make
export PLATFORM = sky130hd
export DESIGN_NAME = InstructionFetchUnit
export DESIGN_NICKNAME = InstructionFetchUnit
export VERILOG_FILES = /design/flow/design.v
export SDC_FILE = /design/flow/constraint.sdc
export NUM_CORES = 4
export LEC_CHECK = 1
export CORE_UTILIZATION = 50
export SYNTH_MEMORY_MAX_BITS = 65536
```

## constraint.sdc

```tcl
current_design InstructionFetchUnit

set clk_period 5.2
set clk_io_pct 0.2

create_clock -name clk0 -period $clk_period [get_ports {Clk}]

set non_clock_inputs [all_inputs -no_clocks]
set_input_delay [expr $clk_period * $clk_io_pct] -clock clk0 $non_clock_inputs
set_output_delay [expr $clk_period * $clk_io_pct] -clock clk0 [all_outputs]
```

## design.v

```verilog
`timescale 1ns / 1ps
module InstructionFetchUnit(Reset, Clk, BranchAddress, PCSrc, Instruction, PCWrite, PCAddResult, ProgramCounter);
    input Reset, Clk;
    input PCSrc;  
    input [31:0] BranchAddress;  
    input PCWrite;  
    output [31:0] PCAddResult;
    output [31:0] Instruction;
    (* mark_debug = "true" *) output [31:0] ProgramCounter;
    wire [31:0] muxResult;
    wire [31:0] PCResult;
    Mux32Bit2To1 Mux32bit_IFU(.out(muxResult), .inA(PCAddResult), .inB(BranchAddress), .sel(PCSrc));
    ProgramCounter counter(.Address(muxResult), .PCResult(PCResult), .Reset(Reset), .Clk(Clk), .PCWrite(PCWrite));
    PCAdder adder(PCResult, PCAddResult);
    InstructionMemory memory(PCResult, Instruction);
    assign ProgramCounter = PCResult;
endmodule
`timescale 1ns / 1ps
module InstructionMemory(Address, Instruction); 
    input [31:0] Address;         
    output reg [31:0] Instruction;     
    reg [31:0] memory [0:150];
    initial begin
memory[0] <= 32'h34040000;	 
memory[1] <= 32'h34050010;	 
memory[2] <= 32'h34064010;	 
memory[3] <= 32'h08000004;	 
memory[4] <= 32'h34020000;	 
memory[5] <= 32'h34030000;	 
memory[6] <= 32'h8c900000;	 
memory[7] <= 32'h8c910004;	 
memory[8] <= 32'h8c920008;	 
memory[9] <= 32'h8c93000c;	 
memory[10] <= 32'h34140fff;	 
memory[11] <= 32'h34150000;	 
memory[12] <= 32'h34160000;	 
memory[13] <= 32'h0212c022;	 
memory[14] <= 32'h0233c822;	 
memory[15] <= 32'h34170000;	 
memory[16] <= 32'h0c00004c;	 
memory[17] <= 32'h16b80002;	 
memory[18] <= 32'h16d90001;	 
memory[19] <= 32'h08000073;	 
memory[20] <= 32'h20070000;	 
memory[21] <= 32'h12e70004;	 
memory[22] <= 32'h20070001;	 
memory[23] <= 32'h12e70025;	 
memory[24] <= 32'h20070002;	 
memory[25] <= 32'h12e70014;	 
memory[26] <= 32'h16d90004;	 
memory[27] <= 32'h22b50001;	 
memory[28] <= 32'h20170001;	 
memory[29] <= 32'h0c00004c;	 
memory[30] <= 32'h08000011;	 
memory[31] <= 32'h16c0000a;	 
memory[32] <= 32'h12a00001;	 
memory[33] <= 32'h16b80004;	 
memory[34] <= 32'h22d60001;	 
memory[35] <= 32'h20170002;	 
memory[36] <= 32'h0c00004c;	 
memory[37] <= 32'h08000011;	 
memory[38] <= 32'h22b50001;	 
memory[39] <= 32'h20170001;	 
memory[40] <= 32'h0c00004c;	 
memory[41] <= 32'h08000011;	 
memory[42] <= 32'h22d60001;	 
memory[43] <= 32'h20170002;	 
memory[44] <= 32'h0c00004c;	 
memory[45] <= 32'h08000011;	 
memory[46] <= 32'h20170000;	 
memory[47] <= 32'h12a00001;	 
memory[48] <= 32'h16d90006;	 
memory[49] <= 32'h12b8ffdf;	 
memory[50] <= 32'h12c0ffde;	 
memory[51] <= 32'h22b50001;	 
memory[52] <= 32'h22d6ffff;	 
memory[53] <= 32'h0c00004c;	 
memory[54] <= 32'h08000031;	 
memory[55] <= 32'h12a0ffd9;	 
memory[56] <= 32'h12d9ffd8;	 
memory[57] <= 32'h22b5ffff;	 
memory[58] <= 32'h22d60001;	 
memory[59] <= 32'h0c00004c;	 
memory[60] <= 32'h08000037;	 
memory[61] <= 32'h20170000;	 
memory[62] <= 32'h12a00001;	 
memory[63] <= 32'h16d90006;	 
memory[64] <= 32'h12b8ffd0;	 
memory[65] <= 32'h12c0ffcf;	 
memory[66] <= 32'h22b50001;	 
memory[67] <= 32'h22d6ffff;	 
memory[68] <= 32'h0c00004c;	 
memory[69] <= 32'h08000040;	 
memory[70] <= 32'h12a0ffca;	 
memory[71] <= 32'h12d9ffc9;	 
memory[72] <= 32'h22b5ffff;	 
memory[73] <= 32'h22d60001;	 
memory[74] <= 32'h0c00004c;	 
memory[75] <= 32'h08000046;	 
memory[76] <= 32'h340f0000;	 
memory[77] <= 32'h34080000;	 
memory[78] <= 32'h0112382a;	 
memory[79] <= 32'h10e0001c;	 
memory[80] <= 32'h34090000;	 
memory[81] <= 32'h0133382a;	 
memory[82] <= 32'h10e00017;	 
memory[83] <= 32'h71135002;	 
memory[84] <= 32'h01495020;	 
memory[85] <= 32'h20070004;	 
memory[86] <= 32'h71475002;	 
memory[87] <= 32'h00c05820;	 
memory[88] <= 32'h014b5020;	 
memory[89] <= 32'h8d4a0000;	 
memory[90] <= 32'h02a85820;	 
memory[91] <= 32'h71715802;	 
memory[92] <= 32'h01765820;	 
memory[93] <= 32'h01695820;	 
memory[94] <= 32'h20070004;	 
memory[95] <= 32'h71675802;	 
memory[96] <= 32'h00a06020;	 
memory[97] <= 32'h016c5820;	 
memory[98] <= 32'h8d6b0000;	 
memory[99] <= 32'h014b5022;	 
memory[100] <= 32'h000a3fc3;	 
memory[101] <= 32'h01475026;	 
memory[102] <= 32'h01475022;	 
memory[103] <= 32'h01ea7820;	 
memory[104] <= 32'h21290001;	 
memory[105] <= 32'h08000051;	 
memory[106] <= 32'h21080001;	 
memory[107] <= 32'h0800004e;	 
memory[108] <= 32'h028f382a;	 
memory[109] <= 32'h10e00001;	 
memory[110] <= 32'h08000072;	 
memory[111] <= 32'h01e0a020;	 
memory[112] <= 32'h02a01020;	 
memory[113] <= 32'h02c01820;	 
memory[114] <= 32'h03e00008;	 
memory[115] <= 32'h08000074;	 
memory[116] <= 32'h08000074;	 
    end
    always @(*) begin
        Instruction <= memory[Address[31:2]];
    end
endmodule
`timescale 1ns / 1ps
module Mux32Bit2To1(out, inA, inB, sel);
    input [31:0] inA;
    input [31:0] inB;
    output reg [31:0] out;
    input sel;
    initial begin 
        out <= 0;
    end
    always @(*) begin
        if (sel == 0) begin
            out <= inA;
        end
        else if (sel == 1) begin
            out <= inB;
        end
    end
endmodule
`timescale 1ns / 1ps
module PCAdder(PCResult, PCAddResult);
    input [31:0] PCResult;
    output [31:0] PCAddResult;
    reg [31:0] PCAddResult;
    always @(*) begin
        PCAddResult <= PCResult + 4'b0100;
    end
endmodule
`timescale 1ns / 1ps
module ProgramCounter(Address, PCResult, Reset, Clk, PCWrite);
	input [31:0] Address;
	input Reset, Clk;
	input PCWrite;
	output reg [31:0] PCResult;
	reg [31:0] PCResultSave;
    always @(posedge Clk) begin
        if (Reset == 1) begin
            PCResult <= 32'h00000000;
        end
        else if (PCWrite == 1) begin
            PCResult <= Address;
            PCResultSave <= PCResult;
        end
        else if (PCWrite == 0) begin
            PCResult <= PCResultSave + 4'b0100;
        end
    end
endmodule
```

## run.sh

```bash
#!/bin/bash
# OpenROAD 26Q1-2900-gdf79404cd8, Yosys 0.63+post, stock flow scripts
make -C /OpenROAD-flow-scripts/flow DESIGN_CONFIG=/design/flow/config.mk WORK_HOME=/design/flow/orfs finish
```

==> flow_summary.ini <==
; flow metrics
[status]
outcome = completed

[logic_synthesis]
common_cells = nand2_1, nor2_1, dfxtp_1, o21ai_0, a21oi_1
synth_seq_share_pct = 29.4
synth_cells = 951
postSynthAreaPerCell_um2 = 7.79
ff_type = dfxtp_1
ys_cells = 951
synth.most_common_cell = nand2_1
synthTopCellsByArea = dfxtp_1, edfxtp_1, nand2_1, nor2_1, xnor2_1
async_flop_share_pct = 0
ys.flops = 93
synth-edff-count = 32
yosys_warnings = 4
yosys_area_mm2 = 0.00741
largest_area_cell = dfxtp_1
synth_top_area_share_pct = 16.5
syn-cell-area_mm2 = 0.00741
synth_cell_types = 76

[placed_design]
dp_slack_ns = 0.711
dp_hpwl_mm = 20.9
gp_congestion = 1.16
numPortBuffers = 131
place_area_mm2 = 0.00882

[detailed_routing]
drt-total-wl_mm = 30.9
vias = 8753
avgViaCountPerCell = 7.12
avgRoutedWirePerCell_um = 25.2
antenna_cells = 0
drtIter0Drc = 1290
drc = 0
ant_nets = 0
firstDrtPassIters = 6

[final_timing]
fin_ws_ns = 0.879
min_period_ns = 4.32
finClkSkew_ns = 0.0101
setup_violations = 0
slew_violations = 0
period_used_pct = 83.1
fmax_mhz = 231
hold_violations = 0
slew_headroom_pct = 32.6
fin_tns_setup_ns = 0
worstMarginPinSlew_ns = 1.01
rsz0062_at_grt = no

[die]
initial_core_util_pct = 51.2
top_level_ports = 132
die_area_mm2 = 0.0153
core_mm2 = 0.0145
row_count = 44
die_y_um = 124
die_width_um = 124

[min_path]
min-delay-path-class = reg2reg

[flow_run]
maxCapViolations = 0
warning_count = 38

[finish]
utilization_pct = 63.4
fin_area_mm2 = 0.00917
drive_gt1_share_pct = 7.94
area_growth_pct = 23.8

[setup_path]
cp.arrival_ns = 4.61
required_ns = 5.48
cp_max_fo = 58
slowest_stage = nor3_1
cp_cell_sequence = clkdlybuf4s50_1 > buf_4 > a311o_1 > o2111a_1 > o21ai_4 > buf_4 > nor3_1 > o21ai_0 > nand3_1 > o32a_1
crit_path_end_kind = flip-flop
criticalPathCategory = in2reg
critPathBufInv = 3
start_kind = input pin
cpMostUsedCell = buf_4
critPathTopFamily = AND-OR/OR-AND gates
slowest_delay_ns = 0.65

[cts]
cts-root-buf = clkbuf_16
cts.sink_count = 93
cts_buffers = 9
path_clk_slew_ns = 0.07
postCtsSetupBuffers = 0
clock_path_buffers = 2
insertion_delay_ns = 0.36
htreeDepth = 3
cts_tree = yes
cts_hold_buf = 0
ctsResizeCount = 0

[power_and_ir_drop]
p_total_mw = 2.49
power.density_mw_per_mm2 = 272
p_leak_nw = 3.30
vdd_ir_drop_max_v = 0.000176

[grt]
grtUsageMet1_pct = 56.1
grt_pass1_wl_mm = 46.1
grt_usage_pct = 41.7
top_usage_layer = met2
grt_start_max_net_pins = 73
overflow = 0
met2_usage_pct = 60.7
use_met3_pct = 13.1
grt_pass1_vias = 7893
antenna_found_initial = 0
==> worst reg2reg max path, cell delays in order (launching register included) <==
cell and delay, ns:
dfxtp_1 0.48, ha_1 0.24, nand3_1 0.28, mux2i_1 0.28
a32oi_2 0.12, buf_4 0.22, inv_1 0.17, nand3_1 0.62
nor3_1 0.83, a21oi_1 0.14, o21ai_0 0.11
==> final timing paths <==
path / startpoint / slack, ns / endpoint / cells after the start
setup / recovery: PCSrc / 0.88 / Instruction[27] / 10
hold / removal: counter.PCResult[29] / 0.48 / counter.PCResultSave[29] / 0
setup reg to reg: counter.PCResult[3] / 1.62 / Instruction[23] / 10
hold reg to reg: counter.PCResult[29] / 0.48 / counter.PCResultSave[29] / 0
==> cells in the final DEF (no fill, tap or decap), drive strengths merged, types with 9 or more instances in the layout <==
master	Yosys	layout
ha	16	16
a31oi	12	12
clkdlybuf4s50	0	129
a211oi	31	31
dfxtp	61	61
nand4	14	14
and3	15	15
mux2i	15	15
edfxtp	32	32
a311oi	24	24
clkbuf	34	10
o31ai	10	10
a22oi	9	9
xnor2	37	37
buf	57	40
o211ai	18	18
a21oi	59	59
nor2	89	89
inv	26	29
nand2b	9	9
nand2	98	98
a32oi	10	10
o221ai	12	12
nand3	47	47
xor2	18	18
nor3	42	42
o21ai	64	64
==> layout make-up <==
cell class | count | area [um2]
clock buffers | 10 | 239
clock inverters | 6 | 116
fillers | 1134 | 5310
inverters | 26 | 97.6
multi-input cells | 741 | 4710
flip-flops and latches | 93 | 2180
well taps | 184 | 230
repair buffers | 169 | 1600
==> through the flow <==
stage | hold WS, ns | std cells
6_report | 0.482 | 1229
5_1_grt | 0.505 | 1229
4_1_cts | 0.478 | 1229
3_5_place_dp | 0.461 | 1213
3_3_place_gp | 0.452 | 1213
2_1_floorplan | 0.406 | 951
==> per-layer routing <==
metal	wire, um	part of all wire, %
met4	2140	6.9
met3	4210	14
met2	13000	42
met5	0	0
met1	11600	38
==> state kept, by name (all words and copies together), names as in the netlist <==
name and cells:
Instruction 29, counter.PCResultSave 32, counter.PCResult 32
==> power by group <==
| part | internal, mW | switching (mW) | total [mW] |
|---|---|---|---|
| Sequential | 0.824 | 0.0535 | 0.878 |
| Clock | 0.489 | 0.305 | 0.794 |
| Combinational | 0.344 | 0.478 | 0.822 |
==> logic make-up after synthesis <==
family,share of synthesized area (%)
simple gates,21.2
fa+ha+maj,2.70
compound gates,30.7
mux,2.23
xor+xnor,6.50
buf+inv,7.21
flops,29.4
No activity file was given, so power comes from the tool's default toggle rates.
