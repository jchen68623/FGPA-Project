==> ./design.v <==
`timescale 1ns / 1ps
module ALU32Bit(ALUControl, A, B, ALUResult, Zero, Hi_in, Lo_in, Hi_out, Lo_out);
	input [5:0] ALUControl;  
	input [31:0] A;
	input [31:0] B;	     
	input [31:0] Hi_in;
	input [31:0] Lo_in;
	output reg [31:0] ALUResult;	 
	output reg Zero;	     
    output reg [31:0] Hi_out;
    output reg [31:0] Lo_out;
    reg [63:0] Result64bit;
    reg [31:0] upper;
    reg [31:0] lower;
    initial begin
        Zero <= 0;
        ALUResult <= 0;
        Result64bit <= 0;
        Hi_out <= 0;
        Lo_out <= 0;
    end
    always @(*) begin
        case (ALUControl)
            6'b000000 : begin          
                ALUResult <= A + B;
            end
            6'b000001 : begin          
                ALUResult <= $unsigned(A) + $unsigned(B);
            end
            6'b000010 : begin          
                ALUResult <= $unsigned(A) + $unsigned(B);
            end
            6'b000011 : begin          
                ALUResult <= A + B;                
            end
            6'b000100 : begin          
                ALUResult <= A - B;
            end
            6'b000101 : begin          
                ALUResult <= A * B;
            end
            6'b000110 : begin          
                Result64bit <= A * B;
                Hi_out <= Result64bit[63:32];
                Lo_out <= Result64bit[31:0];
            end
            6'b000111 : begin          
                Result64bit <= $unsigned(A) * $unsigned(B);
                Hi_out <= Result64bit[63:32];
                Lo_out <= Result64bit[31:0];
            end
            6'b001000 : begin          
                Result64bit <= ({Hi_in, Lo_in}) + (A * B);
                Hi_out <= Result64bit[63:32];
                Lo_out <= Result64bit[31:0];
            end
            6'b001001 : begin          
                Result64bit <= ({Hi_in, Lo_in}) - (A * B);
                Hi_out <= Result64bit[63:32];
                Lo_out <= Result64bit[31:0];
            end
            6'b001010 : begin          
                ALUResult <= A & B;
            end
            6'b001011 : begin          
                ALUResult <= A & B;
            end
            6'b001100 : begin          
                ALUResult <= A | B;
            end
            6'b001101 : begin          
                ALUResult <= ~(A | B);
            end
            6'b001110 : begin          
                ALUResult <= A ^ B;
            end
            6'b001111 : begin          
                lower <= {16'h0000, B[15:0]};
                ALUResult <= A | lower;
            end
            6'b010000 : begin          
                ALUResult <= A ^ B;
            end
            6'b010001 : begin          
                if (B[15] == 0) begin
                    ALUResult[31:16] <= 16'h0000;
                    ALUResult[15:0] <= B[15:0]; 
                end
                else if (B[15] == 1) begin
                    ALUResult[31:16] <= 16'hFFFF;
                    ALUResult[15:0] <= B[15:0]; 
                end
            end
            6'b010010 : begin          
                ALUResult <= B << A;
            end
            6'b010011 : begin          
                ALUResult <= B >> A;
            end
            6'b010100 : begin          
                ALUResult <= B << A;
            end
            6'b010101 : begin          
                ALUResult <= B >> A;
            end
            6'b010110 : begin          
                if (A < B) begin
                    ALUResult <= 1;
                end
                else begin
                    ALUResult <= 0;
                end
            end
            6'b010111 : begin          
                if (A < B) begin
                    ALUResult <= 1;
                end
                else begin
                    ALUResult <= 0;
                end
            end
            6'b011000 : begin          
                if (B != 0) begin
                    ALUResult <= A;
                end
            end
            6'b011001 : begin          
                if (B == 0) begin
                    ALUResult <= A;
                end
            end
            6'b011010 : begin          
                ALUResult <= (B << (32 - A)) | (B >> A);
            end
            6'b011011 : begin          
                ALUResult <= (B << (32 - A)) | (B >> A);
            end
            6'b011100 : begin          
                ALUResult <= A >>> B;
            end
            6'b011101 : begin          
                ALUResult <= B >>> A;
            end
            6'b011110 : begin          
                if (B[7] == 0) begin
                    ALUResult[31:8] <= 24'h000000;
                    ALUResult[7:0] <= B[7:0];
                end
                else if (B[7] == 1) begin
                    ALUResult[31:8] <= 24'hFFFFFF;
                    ALUResult[7:0] <= B[7:0];
                end
            end
            6'b011111 : begin          
                if ($unsigned(A) < $unsigned(B)) begin
                    ALUResult <= 1;
                end
                else begin
                    ALUResult <= 0;
                end
            end
            6'b100000 : begin          
                if ($unsigned(A) < $unsigned(B)) begin
                    ALUResult <= 1;
                end
                else begin
                    ALUResult <= 0;
                end
            end
            6'b100001 : begin          
               Hi_out <= A;
            end
            6'b100010 : begin          
               Lo_out <= A;
            end
            6'b100011 : begin          
                ALUResult <= Hi_in;
            end
            6'b100100 : begin          
                ALUResult <= Lo_in;
            end
            6'b100101 : begin          
                ALUResult <= A + B;    
            end
            6'b100110 : begin          
                ALUResult[31:0] <= {B[15:0], 16'h0000};
            end
            6'b100111 : begin        
                if ($signed(A) >= 0) begin
                    ALUResult <= 0;
                end
                else begin
                    ALUResult <= 1;
                end
            end
            6'b101000 : begin        
                if (A == B) begin
                    ALUResult <= 0;
                end
                else begin
                    ALUResult <= 1;
                end
            end
            6'b101001 : begin        
                if ($signed(A) != $signed(B)) begin
                    ALUResult <= 0;
                end
                else begin
                    ALUResult <= 1;
                end
            end
            6'b101010 : begin        
                if ($signed(A) > 0) begin
                    ALUResult <= 0;
                end
                else begin
                    ALUResult <= 1;
                end
            end
            6'b101011 : begin        
                if ($signed(A) <= 0) begin
                    ALUResult <= 0;
                end
                else begin
                    ALUResult <= 1;
                end
            end
            6'b101100 : begin        
                if ($signed(A) < 0) begin
                    ALUResult <= 0;
                end
                else begin
                    ALUResult <= 1;
                end
            end
            6'b101101 : begin        
                ALUResult <= 0;
            end
            6'b101110 : begin        
                ALUResult <= 0;
            end
            default   : begin
                ALUResult <= 32'h00000000;
            end
        endcase
       if (ALUResult == 0) begin
            Zero <= 1;
       end     
       else if (ALUResult != 0) begin
            Zero <= 0;
       end
    end
endmodule
`timescale 1ns / 1ps
module Add(A, B, AddResult);
    input [31:0] A, B;
    output reg [31:0] AddResult;
    initial begin
        AddResult <= 0;
    end
    always @(*) begin
        AddResult <= A + B;
    end
endmodule
`timescale 1ns / 1ps
module Execute(
Hi, Lo,
Clk,
PCAdder, Instruction15_0, ReadData1, ReadData2, instruction20_16, instruction15_11,
ALUSrc, RegDst, ALUOp, mthi, mtlo, WriteEnable, ReadEnable, jumpAddress, jumpSrc, jregSrc, LinkStoreSel,
A_Mux_sel, B_Mux_sel,
WriteData_WB, ALUResult_MEM,
Zero, ALUResult, destinationReg, JumpBranchAddress,
Hi_out, Lo_out, B_to_Signextend
);  
    input Clk;
    input [31:0] PCAdder;
    input [31:0] Instruction15_0;
    input [31:0] ReadData1;
    input [31:0] ReadData2;
    input [4:0] instruction20_16;
    input [4:0]  instruction15_11;
    input [31:0] jumpAddress;
    input ALUSrc;
    input [1:0] RegDst;
    input [5:0] ALUOp;
    input mthi, mtlo, WriteEnable, ReadEnable;
    input jumpSrc;
    input LinkStoreSel;
    output Zero;
    wire [31:0] BranchAddress;
    output [31:0] JumpBranchAddress;
    output [31:0] ALUResult;
    output [4:0] destinationReg;
    wire [31:0] ShiftResult;
    output wire [31:0] B_to_Signextend;
    wire [31:0] Hi_result;
    wire [31:0] Lo_result;
    input [31:0] Hi;
    input [31:0] Lo;
    output [31:0] Hi_out;
    output [31:0] Lo_out;
    input jregSrc;
    wire [31:0] JSrcAddress;
    wire [31:0] A;
    wire [31:0] B;
    ShiftLeft2 shiftleft2(Instruction15_0, ShiftResult);
    Add add(.A(PCAdder), .B(ShiftResult), .AddResult(BranchAddress));
    Mux32Bit2To1 jregmux(.out(JSrcAddress), .inA(jumpAddress), .inB(ReadData1), .sel(jregSrc));
    Mux32Bit2To1 muxBranchJump(.out(JumpBranchAddress), .inA(BranchAddress), .inB(JSrcAddress), .sel(jumpSrc));
    input [1:0] A_Mux_sel, B_Mux_sel;
    input [31:0] WriteData_WB, ALUResult_MEM;
    Mux32Bit4To1 A_Mux(.out(A), .inA(ReadData1), .inB(WriteData_WB), .inC(ALUResult_MEM), .inD(0), .sel(A_Mux_sel));
    Mux32Bit4To1 B_Mux(.out(B_to_Signextend), .inA(ReadData2), .inB(WriteData_WB), .inC(ALUResult_MEM), .inD(0), .sel(B_Mux_sel));
    Mux32Bit2To1 SignExtendmux(.out(B), .inA(B_to_Signextend), .inB(Instruction15_0), .sel(ALUSrc));
    wire [31:0] ALUResult_mux;
    ALU32Bit ALU(.ALUControl(ALUOp), .A(A), .B(B), .ALUResult(ALUResult_mux), .Zero(Zero), .Hi_in(Hi_out), .Lo_in(Lo_out), .Hi_out(Hi_result), .Lo_out(Lo_result));
    wire [31:0] PCResultplus4;
    Add addtoPCResult(.A(PCAdder), .B(32'h00000000), .AddResult(PCResultplus4));
    Mux32Bit2To1 ALUresultmux(.out(ALUResult), .inA(ALUResult_mux), .inB(PCResultplus4), .sel(LinkStoreSel));
    HiLo_reg hi_lo_reg(.Clk(Clk), .Hi(Hi_result), .Lo(Lo_result), .mthi(mthi), .mtlo(mtlo), .WriteEnable(WriteEnable), .ReadEnable(ReadEnable), .Hi_out(Hi_out), .Lo_out(Lo_out));
    Mux5Bit4To1 muxSrcReg(.out(destinationReg), .inA(instruction20_16), .inB(instruction15_11), .inC(5'b11111), .inD(5'b00000), .sel(RegDst));
endmodule
`timescale 1ns / 1ps
module HiLo_reg(Clk, Hi, Lo, mthi, mtlo, WriteEnable, ReadEnable, Hi_out, Lo_out);
    input Clk;
    input [31:0] Hi;
    input [31:0] Lo;
    input mthi;
    input mtlo;
    input WriteEnable;
    input ReadEnable;
    output reg [31:0] Hi_out;
    output reg [31:0] Lo_out;
    reg [31:0] Hi_tmp;
    reg [31:0] Lo_tmp;
	initial begin
		Hi_out <= 32'h0000;
		Lo_out <= 32'h0000;
		Hi_tmp <= 32'h0000;
		Lo_tmp <= 32'h0000;
	end
	always @(posedge Clk) begin
		if (WriteEnable == 1) begin
		    if (mthi == 0 && mtlo == 0) begin
               Hi_tmp <= Hi;
               Lo_tmp <= Lo;
            end
            if (mthi == 1) begin
                Hi_tmp <= Hi;
            end
            if (mtlo == 1) begin
                Lo_tmp <= Lo;
            end  
		end
	end
	always @(*) begin
	   if (ReadEnable == 1) begin
	       Hi_out <= Hi_tmp;
	       Lo_out <= Lo_tmp;
	   end
    end
endmodule
`timescale 1ns / 1ps
module Mux32Bit2To1(out, inA, inB, sel);
    input [31:0] inA;
    input [31:0] inB;
    output reg [31:0] out;
    input sel;
    initial begin 
        out <= 0;
    end
    always @(*) begin
        if (sel == 0) begin
            out <= inA;
        end
        else if (sel == 1) begin
            out <= inB;
        end
    end
endmodule
`timescale 1ns / 1ps
module Mux32Bit4To1(out, inA, inB, inC, inD, sel);
    input [31:0] inA;
    input [31:0] inB;
    input [31:0] inC;
    input [31:0] inD;
    output reg [31:0] out;
    input [1:0] sel;
    initial begin 
        out <= 0;
    end
    always @(*) begin
        case (sel)
            2'b00 : begin
                out <= inA;
            end
            2'b01 : begin
                out <= inB;
            end
            2'b10 : begin
                out <= inC;
            end
            2'b11 : begin
                out <= inD;
            end
        endcase
    end
endmodule
`timescale 1ns / 1ps
module Mux5Bit4To1(out, inA, inB, inC, inD, sel);
    input [4:0] inA;
    input [4:0] inB;
    input [4:0] inC;
    input [4:0] inD;
    output reg [4:0] out;
    input [1:0] sel;
    initial begin 
        out <= 0;
    end
    always @(*) begin
        case (sel)
            2'b00 : begin
                out <= inA;
            end
            2'b01 : begin
                out <= inB;
            end
            2'b10 : begin
                out <= inC;
            end
            2'b11 : begin
                out <= inD;
            end
        endcase
    end
endmodule
`timescale 1ns / 1ps
module ShiftLeft2(signExtended, ShiftResult);
    input [31:0] signExtended;
	output reg [31:0] ShiftResult;
    always @(*) begin
        ShiftResult <= signExtended << 2;
    end
endmodule
==> ./run.sh <==
#!/bin/bash
# OpenROAD 26Q1-2900-gdf79404cd8, Yosys 0.63+post, stock flow scripts
make -C /OpenROAD-flow-scripts/flow DESIGN_CONFIG=/design/flow/config.mk WORK_HOME=/design/flow/orfs finish
==> ./config.mk <==
export PLATFORM = sky130hd
export DESIGN_NAME = Execute
export DESIGN_NICKNAME = Execute
export VERILOG_FILES = /design/flow/design.v
export SDC_FILE = /design/flow/constraint.sdc
export NUM_CORES = 4
export LEC_CHECK = 1
export CORE_UTILIZATION = 50
==> ./constraint.sdc <==
current_design Execute

set clk_period 26.9
set clk_io_pct 0.2

create_clock -name clk0 -period $clk_period [get_ports {Clk}]

set non_clock_inputs [all_inputs -no_clocks]
set_input_delay [expr $clk_period * $clk_io_pct] -clock clk0 $non_clock_inputs
set_output_delay [expr $clk_period * $clk_io_pct] -clock clk0 [all_outputs]
==> design notes <==
The flow ran to the end, and the final reports show no timing, DRC or antenna violations. With the detailed placement HPWL at 224000 um, the count of routing violations after the opening detailed-route iteration is 6160. Looking at area per cell type in the netlist, the leader is sky130_fd_sc_hd__fa_1.

After synthesis, the chip area reported by Yosys is 60500 um^2. The Yosys step of the flow raised 7 warnings. A synthesized cell averages 7.84 um^2. The tools report the clock root buffer master as sky130_fd_sc_hd__clkbuf_16. The worst path required time is 21.52 ns, and the global-route wire length before repair is 414000 um. Between the synthesized netlist and the finished layout, the area growth was recorded as 10.7%. The tools report the met1 track demand over resource in global routing as 0.653. The total overflow left after global routing is 0.

With the portion of the clock cycle consumed by the worst path in the final layout at 0.570, the delay of the slowest cell on the worst path is 0.61 ns. The worst setup slack after layout came out at 11.57 ns. The synthesized flop and latch total was 304.

The share of cells above drive strength 1 is 0.0533. The total number of vias was 60100. The number of unconstrained endpoints is 369. Among all flip-flop cells after synthesis, the most frequent one is sky130_fd_sc_hd__dlxtn_1. The highest attainable clock frequency came out at 0.0652 GHz.

The floorplan step defined a core boundary enclosing 120000 um^2. After detailed routing, the average wire length per cell comes to 30.8 um. Per the detail_route report, DRC violations left total 0. The top-level port count was 485. On the critical path, the stage with the largest delay is an instance of sky130_fd_sc_hd__clkdlybuf4s50_1.

Startpoint class of the critical path: an input pin. The count of max-cap constraint violations was 0; the buffering stage count on the worst path with inverters included was 3. In this run, CTS created clock tree buffers numbering 9.

The floorplan has 127 rows. Buffers added to address setup during post-CTS repair amount to 0. The placement summary gives the final routability congestion estimate as 1.11. STA classifies the critical path endpoint as an output pin.

The end-of-flow timing check tallies setup violations at 0. Setup repair after global routing left no endpoint under its margin. Post-route core utilization: 0.558.

The final layout report lists a filler cell count of 10900. The most used routing layer is met2. The largest net degree at the start of global routing was 98; the minimum setup slack after placement was 11.66 ns.

The number of warnings the tools reported was 154; the netlist area before placement was 60500 um^2. The synthesis report lists the most area-consuming cells as sky130_fd_sc_hd__fa_1 (30%), sky130_fd_sc_hd__ha_1 (9.4%), sky130_fd_sc_hd__nand2_1 (6.4%). The pre-antenna-repair detailed-routing pass consisted of 9 iterations. The overall routed net length is 293000 um. Subtracting the final worst setup slack from the clock period gives 15.33 ns.

The transition time recorded at the tightest slew-check pin is 1.14 ns. The top cell family by delay on the critical path is AND-OR/OR-AND gates.

The run gives 0 for the cell resize tally after clock tree synthesis. The run gives 33 as the initial antenna violation count. Looking at the worst setup and hold paths, the clock pins of their registers show a slew of 0.06 ns. The endpoint of the worst hold path is reported as hi_lo_reg.Hi_tmp[0]. Using the TritonRoute via totals, the vias-per-cell ratio works out to 6.33. The buffer_ports step reported a buffer count of 420.

The count of instantiated cells in the yosys netlist was 7714; the post-route setup TNS was 0 ns. Of all nets on the critical path, the largest fanout is 3. The signal on the critical path passes through clkdlybuf4s50_1 > ha_1 > inv_1 > fa_1 > nor2b_1 > o21a_1 > o21ai_0 > a31oi_1 > o31a_1 > o41ai_1 > o21ai_0 > a41oi_1 > a21oi_1 > a41o_1 > o21ai_0 > nand3_1 > o311ai_0 > clkdlybuf4s50_1. TritonCTS built the clock tree.

The run gives 7714 for the gate count after technology mapping. The critical path in this run is classified as input pin to output pin.

The timer found 240 register pins that no clock reaches; their paths are not timed. The number of enable flip-flop cells is 64. The headroom to the max-slew limit is 0.234.

The total routing resource utilization after global routing came out at 0.506. The tools report the final tally of max-slew violations as 0. The run gives 6.07 ns for the smallest hold slack. According to the hold report, the worst path is of the input pin to register type. Share of synthesized registers carrying an async set or reset: 0.

The vertical die size works out to 350 um. The depth of the worst hold-timing path works out to 3. The number of H-tree levels came out at 3. The run gives 0.307 for the met3 global-route usage. The number of hold-slack violations in the final timing report is 0.

For the via count of the first global-routing pass, the log shows 57300. In this run, post-CTS hold repair placed 0 buffers. The run gives 2 for the maximum count of clock buffers along a single path. The cell seen most often among critical-path stages was sky130_fd_sc_hd__o21ai_0. Counting distinct cell types in the post-synthesis netlist gives 114. Per the OpenROAD floorplan log, the width of the die is 350 um. The share of the synthesized area in the top cell type came out at 0.298. STA lists the startpoint of the worst hold path as WriteEnable. For the total die size, the log shows 122000 um^2.

The met2 track demand over resource was 0.669; the remaining number of nets flagged by the antenna check after routing was 0. Data on the critical path arrives at its endpoint at 9.95 ns. The run gives 0.504 for the initial standard-cell utilization of the core.
## worst max path at each step
stage	startpoint	to	slack [ns]	depth (start not counted)
4_1_cts	Instruction15_0[0]	JumpBranchAddress[28]	11.65	18
5_1_grt	Instruction15_0[0]	JumpBranchAddress[28]	11.29	18
6_report	Instruction15_0[0]	JumpBranchAddress[28]	11.57	18
## registers in the layout, indices dropped and copies added, names as in the netlist
signal / flops
hi_lo_reg.Hi_out: 32
ALU.lower: 16
ALU.ALUResult: 32
ALU.Lo_out: 32
ALU.Hi_out: 32
hi_lo_reg.Hi_tmp: 32
hi_lo_reg.Lo_tmp: 32
hi_lo_reg.Lo_out: 32
ALU.Result64bit: 64
## synth_stat cells, types with 26 or more instances
master,number
sky130_fd_sc_hd__o21ai_0,410
sky130_fd_sc_hd__o21bai_1,39
sky130_fd_sc_hd__buf_2,37
sky130_fd_sc_hd__clkbuf_1,362
sky130_fd_sc_hd__nand2b_1,50
sky130_fd_sc_hd__o21ai_1,42
sky130_fd_sc_hd__nand3_1,94
sky130_fd_sc_hd__o31ai_1,28
sky130_fd_sc_hd__o221ai_1,44
sky130_fd_sc_hd__ha_1,453
sky130_fd_sc_hd__a31oi_1,34
sky130_fd_sc_hd__nor2b_1,35
sky130_fd_sc_hd__a21oi_1,455
sky130_fd_sc_hd__dlxtn_1,160
sky130_fd_sc_hd__mux2_2,50
sky130_fd_sc_hd__inv_1,985
sky130_fd_sc_hd__o21a_1,34
sky130_fd_sc_hd__o211ai_1,74
sky130_fd_sc_hd__nor4_1,39
sky130_fd_sc_hd__fa_1,900
sky130_fd_sc_hd__and3_1,31
sky130_fd_sc_hd__buf_1,82
sky130_fd_sc_hd__or3_1,28
sky130_fd_sc_hd__a221oi_1,47
sky130_fd_sc_hd__xnor2_1,128
sky130_fd_sc_hd__nor3_1,92
sky130_fd_sc_hd__nand2_1,1039
sky130_fd_sc_hd__xor2_1,78
sky130_fd_sc_hd__a211oi_1,67
sky130_fd_sc_hd__nand4_1,54
sky130_fd_sc_hd__a21o_1,100
sky130_fd_sc_hd__o22ai_1,26
sky130_fd_sc_hd__edfxtp_1,64
sky130_fd_sc_hd__dlxtp_1,80
sky130_fd_sc_hd__nor2_1,893
sky130_fd_sc_hd__mux2i_1,174
## layer usage
layer,wire (um),up-vias
met2,119000,4144
li1,-,25800
met3,48000,1001
met1,104000,29100
met5,859,-
met4,20500,52
## area by class of cell
type	instances	area, um^2	share of cell area
well taps	1612	2020	0.0301
clock inverters	7	56.3	0.000841
multi-input cells	5908	49600	0.741
flip-flops and latches	304	5530	0.0825
inverters	1006	3780	0.0564
clock buffers	9	225	0.00336
repair buffers	624	5710	0.0852
diodes	25	62.6	0.000935
## placed cells by master (no fill, tap or decap), types with 23 or more instances in the layout
| cell type | instances |
|---|---|
| sky130_fd_sc_hd__xor2_1 | 78 |
| sky130_fd_sc_hd__inv_1 | 983 |
| sky130_fd_sc_hd__dlxtp_1 | 80 |
| sky130_fd_sc_hd__nor2b_1 | 33 |
| sky130_fd_sc_hd__nor3_1 | 90 |
| sky130_fd_sc_hd__a222oi_1 | 23 |
| sky130_fd_sc_hd__mux2_2 | 50 |
| sky130_fd_sc_hd__or3_1 | 28 |
| sky130_fd_sc_hd__fa_1 | 900 |
| sky130_fd_sc_hd__buf_4 | 204 |
| sky130_fd_sc_hd__o21bai_1 | 39 |
| sky130_fd_sc_hd__a21o_1 | 100 |
| sky130_fd_sc_hd__nand3_1 | 94 |
| sky130_fd_sc_hd__ha_1 | 453 |
| sky130_fd_sc_hd__o21ai_1 | 24 |
| sky130_fd_sc_hd__a211oi_1 | 67 |
| sky130_fd_sc_hd__nand4_1 | 54 |
| sky130_fd_sc_hd__clkdlybuf4s50_1 | 414 |
| sky130_fd_sc_hd__o21ai_0 | 403 |
| sky130_fd_sc_hd__nor2_1 | 892 |
| sky130_fd_sc_hd__nand2b_1 | 50 |
| sky130_fd_sc_hd__dlxtn_1 | 160 |
| sky130_fd_sc_hd__o221ai_1 | 44 |
| sky130_fd_sc_hd__o211ai_1 | 74 |
| sky130_fd_sc_hd__a21oi_1 | 449 |
| sky130_fd_sc_hd__o31ai_1 | 28 |
| sky130_fd_sc_hd__edfxtp_1 | 64 |
| sky130_fd_sc_hd__nor4_1 | 38 |
| sky130_fd_sc_hd__mux2i_1 | 162 |
| sky130_fd_sc_hd__a221oi_1 | 47 |
| sky130_fd_sc_hd__a22oi_1 | 24 |
| sky130_fd_sc_hd__diode_2 | 25 |
| sky130_fd_sc_hd__o22ai_1 | 26 |
| sky130_fd_sc_hd__and3_1 | 31 |
| sky130_fd_sc_hd__xnor2_1 | 126 |
| sky130_fd_sc_hd__o21a_1 | 34 |
| sky130_fd_sc_hd__o21ai_2 | 24 |
| sky130_fd_sc_hd__nand2_1 | 1036 |
| sky130_fd_sc_hd__a31oi_1 | 34 |
## cell families (layout without fill, tap and decap cells)
group                    Yosys count  after routing  synth area share
multiplexers                     229            229            0.0394
AND-OR/OR-AND                   1672           1672             0.179
XOR/XNOR                         207            207            0.0303
latches                          240            240            0.0595
other                              0             25                 0
flip-flops                        64             64            0.0318
adder cells (fa/ha/maj)         1353           1353             0.392
buffers and inverters           1502           1646            0.0953
AND/OR/NAND/NOR                 2447           2447             0.173
## stage by stage
stage | area, um^2 | instances
2_1_floorplan | 60500 | 7714
3_3_place_gp | 66600 | 9454
3_5_place_dp | 66600 | 9454
4_1_cts | 66900 | 9470
5_1_grt | 66900 | 9473
6_report | 66900 | 9495
